`./config.mk`:
```
export PLATFORM = sky130hd
export DESIGN_NAME = basic_game
export DESIGN_NICKNAME = basic_game
export VERILOG_FILES = /design/flow/design.v
export SDC_FILE = /design/flow/constraint.sdc
export NUM_CORES = 4
export LEC_CHECK = 1
export CORE_UTILIZATION = 50
```
`./design.v`:
```
module basic_game(CLOCK_50, KEY, SW, LEDR, LEDG, HEX0, HEX1);  
	input CLOCK_50;
	input [3:0] KEY;
	input [17:0] SW;
	output [17:0] LEDR;
	output [7:0] LEDG;
	output [6:0] HEX0;
	output [6:0] HEX1;
	wire rate_out,
		 countdown_reset,
		 countdown_enable,
		 game_over_sig;
	wire [7:0] count_down_from;
	wire level_1_enable;
	wire level_1_win;
	wire level_2_enable;
	wire level_2_win;
	wire level_3_enable;
	wire level_3_win;
	wire level_4_enable;
	wire level_4_win;
	wire game_won_enable;
	wire win_reset;
	wire game_over_enable;
	wire loss_reset;
	wire [17:0] level_key;
	instantiate_countdown ctdwn (
		.clock(rate_out),  
		.countdown_reset(countdown_reset),  
		.countdown_enable(countdown_enable),  
		.count_down_from(count_down_from),  
		.hex0(HEX0),
		.hex1(HEX1),
		.game_over_sig(game_over_sig)  
		);
	ratedivider_28bit rateOne (  
        .clock(CLOCK_50),
        .d(28'b0010111110101111000001111111),
        .enable(rate_out)
    );
    control ctrl(
    	.clock(CLOCK_50),
    	.start_button(~KEY[0]),  
    	.game_over_sig(game_over_sig),  
    	.win_reset(~KEY[2]),
    	.loss_reset(~KEY[2]),
    	.level_1_win(level_1_win),
    	.level_2_win(level_2_win),
    	.level_3_win(level_3_win),
    	.level_4_win(level_4_win),
    	.countdown_reset(countdown_reset),
    	.countdown_enable(countdown_enable),
    	.count_down_from(count_down_from),
    	.level_1_enable(level_1_enable),
    	.level_2_enable(level_2_enable),
    	.level_3_enable(level_3_enable),
    	.level_4_enable(level_4_enable),
    	.level_key(level_key),  
    	.game_won_enable(game_won_enable),
    	.game_over_enable(game_over_enable),
    	.ledr(LEDR),
    	.ledg(LEDG)
    	);
	level_1 level_1 (
    	.level_en(level_1_enable),  
    	.load_code(~KEY[1]),        
    	.sw(SW[17:0]),              
    	.level_key(level_key),      
    	.level_1_win(level_1_win)
    	);
    level_2 level_2 (
    	.level_en(level_2_enable),  
    	.load_code(~KEY[1]),        
    	.sw(SW[17:0]),              
    	.level_key(level_key),      
    	.level_2_win(level_2_win)
    	);
    level_3 level_3 (
    	.level_en(level_3_enable),  
    	.load_code(~KEY[1]),        
    	.sw(SW[17:0]),              
    	.level_key(level_key),      
    	.level_3_win(level_3_win)
    	);
    level_4 level_4 (
    	.level_en(level_4_enable),  
    	.load_code(~KEY[1]),        
    	.sw(SW[17:0]),              
    	.level_key(level_key),      
    	.level_4_win(level_4_win)
    	);
endmodule
module control(
	input clock,
	input start_button,
	input game_over_sig,
	input win_reset,
	input loss_reset,
	input level_1_win,
	input level_2_win,
	input level_3_win,
	input level_4_win,
	output reg countdown_reset,
	output reg countdown_enable,
	output reg [7:0] count_down_from,
	output reg level_1_enable,
	output reg level_2_enable,
	output reg level_3_enable,
	output reg level_4_enable,
	output reg [17:0] level_key,
	output reg game_won_enable,
	output reg game_over_enable,
	output reg [17:0] ledr,
	output reg [7:0] ledg
	);
	reg [4:0] current_state, next_state;
	localparam 	STANDBY 		= 	5'd0,
				STANDBY_WAIT 	= 	5'd1,
				LEVEL_1 		= 	5'd2,
				LEVEL_1_WAIT	=	5'd3,
				LEVEL_2 		= 	5'd4,
				LEVEL_2_WAIT	=	5'd5,
				LEVEL_3 		= 	5'd6,
				LEVEL_3_WAIT	=	5'd7,
				LEVEL_4 		= 	5'd8,
				GAME_WON		= 	5'd9,
				GAME_OVER		=	5'd10;
	always @(*)
	begin: state_table
		case (current_state)
			STANDBY: 		next_state = start_button? STANDBY_WAIT : STANDBY;
			STANDBY_WAIT: 	next_state = start_button? STANDBY_WAIT : LEVEL_1;
			LEVEL_1: 		if (game_over_sig)
									next_state = GAME_OVER;
								else if (level_1_win)
									next_state = LEVEL_1_WAIT;
								else
									next_state = LEVEL_1;
			LEVEL_1_WAIT:	next_state = start_button? LEVEL_2 : LEVEL_1_WAIT;
			LEVEL_2: 		if (game_over_sig)
									next_state = GAME_OVER;
								else if (level_2_win)
									next_state = LEVEL_2_WAIT;
								else
									next_state = LEVEL_2;	
			LEVEL_2_WAIT:	next_state = start_button? LEVEL_3 : LEVEL_2_WAIT;
			LEVEL_3: 		if (game_over_sig)
									next_state = GAME_OVER;
								else if (level_3_win)
									next_state = LEVEL_3_WAIT;
								else
									next_state = LEVEL_3;
			LEVEL_3_WAIT:	next_state = start_button? LEVEL_4 : LEVEL_3_WAIT;
			LEVEL_4: 		if (game_over_sig)
									next_state = GAME_OVER;
								else if (level_4_win)
									next_state = GAME_WON;
								else
									next_state = LEVEL_4;
			GAME_WON:		next_state = win_reset? STANDBY : GAME_WON;
			GAME_OVER:		next_state = loss_reset? STANDBY : GAME_OVER;
			default:     next_state = STANDBY;
		endcase
	end  
	always @(*)
	begin: enable_signals
		level_1_enable = 1'b0;
		level_2_enable = 1'b0;
		level_3_enable = 1'b0;
		level_4_enable = 1'b0;
		game_won_enable = 1'b0;
		game_over_enable = 1'b0;
		countdown_reset = 1'b1;
		countdown_enable = 1'b0;
		case (current_state)
			STANDBY: begin
				countdown_reset = 1'b1;
				countdown_enable = 1'b0;
				count_down_from [7:0] = 8'd30;
				level_key = 18'b0;
				ledr = 18'b0;
				ledg = 8'b0;
			end
			STANDBY_WAIT: begin
				countdown_reset = 1'b1;
				countdown_enable = 1'b0;
				count_down_from [7:0] =  8'd30;  
			end
			LEVEL_1: begin
				countdown_reset = 1'b0;
				count_down_from [7:0] =  8'd30;  
				countdown_enable = 1'b1;
				level_1_enable = 1'b1;
				level_key = 18'b000000000000011111;
				ledr = 18'b000000000000011111;
				ledg = 8'b0;
			end
			LEVEL_1_WAIT: begin
				countdown_reset = 1'b1;
				countdown_enable = 1'b0;
				count_down_from [7:0] = 8'd20;
				level_key = 18'b0;
				ledr = 18'b0;
				ledg = 8'b0;
			end
			LEVEL_2: begin
				countdown_reset = 1'b0;
				countdown_enable = 1'b1;
				count_down_from [7:0] =  8'd20;  
				level_2_enable = 1'b1;
				level_key = 18'b101010101010101010;
				ledr = 18'b101010101010101010;
				ledg = 8'b0;
			end
			LEVEL_2_WAIT: begin
				countdown_reset = 1'b1;
				countdown_enable = 1'b0;
				count_down_from [7:0] = 8'd10;
				level_key = 18'b0;
				ledr = 18'b0;
				ledg = 8'b0;
			end
			LEVEL_3: begin
				countdown_reset = 1'b0;
				countdown_enable = 1'b1;
				count_down_from [7:0] =  8'd10;  
				level_3_enable = 1'b1;
				level_key = 18'b110000110100101110;
				ledr = 18'b110000110100101110;
				ledg = 8'b0;
			end
			LEVEL_3_WAIT: begin
				countdown_reset = 1'b1;
				countdown_enable = 1'b0;
				count_down_from [7:0] = 8'd5;
				level_key = 18'b0;
				ledr = 18'b0;
				ledg = 8'b0;
			end
			LEVEL_4: begin
				countdown_reset = 1'b0;
				countdown_enable = 1'b1;
				count_down_from [7:0] =  8'd5;  
				level_4_enable = 1'b1;
				level_key = 18'b111111111110111111;
				ledr = 18'b111111111110111111;
				ledg = 8'b0;
			end
			GAME_WON: begin
				countdown_reset = 1'b1;  
				countdown_enable = 1'b0;  
				count_down_from [7:0] = 8'b00000000;
				game_won_enable = 1'b1;
				ledr = 18'b0;
				ledg = 8'b11111111;
			end
			GAME_OVER: begin
				countdown_reset = 1'b1;  
				countdown_enable = 1'b0;  
				count_down_from [7:0] = 8'b00000000;
				game_over_enable = 1'b1;
				ledr = 18'b111111111111111111;
				ledg = 8'b0;
			end
		endcase
	end  
    always@(posedge clock)
    begin: state_FFs
        if (win_reset || loss_reset)
            current_state <= STANDBY;
        else
            current_state <= next_state;
    end
endmodule
module level_1(
	input level_en,
	input [17:0] level_key,
	input load_code,
	input [17:0] sw,
	output reg level_1_win
	);
	reg [17:0] code;
	always @(*) begin
		if (level_en) begin
			if (load_code) begin
			       code <= sw[17:0];
                if (code == level_key) 
                    level_1_win = 1'b1;
                else
					level_1_win = 1'b0;
			end
		end
		else
				level_1_win = 1'b0;
      end
endmodule
module level_2(
	input level_en,
	input [17:0] level_key,
	input load_code,
	input [17:0] sw,
	output reg level_2_win
	);
	reg [17:0] code;
	always @(*) begin
		if (level_en) begin
			if (load_code) begin
			       code <= sw[17:0];
                if (code == level_key) 
                    level_2_win = 1'b1;
                else
					level_2_win = 1'b0;
				end
            end
			else
			level_2_win = 1'b0;
      end
endmodule
module level_3(
	input level_en,
	input [17:0] level_key,
	input load_code,
	input [17:0] sw,
	output reg level_3_win
	);
	reg [17:0] code;
	always @(*) begin
		if (level_en) begin
			if (load_code) begin
			       code <= sw[17:0];
                if (code == level_key) 
                    level_3_win = 1'b1;
                else
					level_3_win = 1'b0;
				end
            end
			else
			level_3_win = 1'b0;
      end
endmodule
module level_4(
	input level_en,
	input [17:0] level_key,
	input load_code,
	input [17:0] sw,
	output reg level_4_win
	);
	reg [17:0] code;
	always @(*) begin
		if (level_en) begin
			if (load_code) begin
			       code <= sw[17:0];
                if (code == level_key) 
                    level_4_win = 1'b1;
                else
					level_4_win = 1'b0;
				end
            end
			else
			level_4_win = 1'b0;
      end
endmodule
module instantiate_countdown(clock, countdown_reset, countdown_enable, count_down_from, hex0, hex1, game_over_sig);
	input clock;
	input countdown_reset;
	input countdown_enable;
	input [7:0] count_down_from;
	output [6:0] hex0, hex1;
	output game_over_sig;
	wire [7:0] countdown_out;
	wire [3:0] hundreds, tens, ones;
	countdown countdown(
		.clk(clock),
		.countdown_enable(countdown_enable),
		.count_down_from(count_down_from),
		.countdown_reset(countdown_reset),
		.countdown_out(countdown_out),
		.game_over_sig(game_over_sig)
		);
	bcd bcd(
		.number(countdown_out),
		.hundreds(hundreds),
		.tens(tens),
		.ones(ones)
		);
	hex_decoder H0(
        .hex_digit(ones), 
        .segments(hex0)
        );
	hex_decoder H1(
        .hex_digit(tens), 
        .segments(hex1)
        );
endmodule
module countdown (clk, countdown_enable, count_down_from, countdown_reset, countdown_out, game_over_sig);
	input clk;
	input countdown_enable;  
	input [7:0] count_down_from;  
	input countdown_reset;
	reg [7:0] q = 8'b0;  
	reg [7:0] r;  
	output reg [7:0] countdown_out;
	output reg game_over_sig;
	always @(posedge clk) begin
		r <= count_down_from;
		if (countdown_reset) begin
			q <= 8'b0;
			countdown_out <= 8'b0;
			game_over_sig = 1'b0;
		end
		if (countdown_enable) begin
			if (q !== r)
				q <= q + 1;
			else if (q == r)
				game_over_sig = 1'b1;
			countdown_out <= r - q;
		end	
	end
endmodule
module bcd(number, hundreds, tens, ones);
   input  [7:0] number;
   output reg [3:0] hundreds;
   output reg [3:0] tens;
   output reg [3:0] ones;
   reg [19:0] shift;
   integer i;
   always @(number)
   begin
      shift[19:8] = 0;
      shift[7:0] = number;
      for (i=0; i<8; i=i+1) begin
         if (shift[11:8] >= 5)
            shift[11:8] = shift[11:8] + 3;
         if (shift[15:12] >= 5)
            shift[15:12] = shift[15:12] + 3;
         if (shift[19:16] >= 5)
            shift[19:16] = shift[19:16] + 3;
         shift = shift << 1;
      end
      hundreds = shift[19:16];
      tens     = shift[15:12];
      ones     = shift[11:8];
   end
endmodule
module hex_decoder(hex_digit, segments);
    input [3:0] hex_digit;
    output reg [6:0] segments;
    always @(*)
        case (hex_digit)
            4'h0: segments = 7'b100_0000;
            4'h1: segments = 7'b111_1001;
            4'h2: segments = 7'b010_0100;
            4'h3: segments = 7'b011_0000;
            4'h4: segments = 7'b001_1001;
            4'h5: segments = 7'b001_0010;
            4'h6: segments = 7'b000_0010;
            4'h7: segments = 7'b111_1000;
            4'h8: segments = 7'b000_0000;
            4'h9: segments = 7'b001_1000;
            4'hA: segments = 7'b000_1000;
            4'hB: segments = 7'b000_0011;
            4'hC: segments = 7'b100_0110;
            4'hD: segments = 7'b010_0001;
            4'hE: segments = 7'b000_0110;
            4'hF: segments = 7'b000_1110;
            default: segments = 7'h7f;
        endcase
endmodule
module ratedivider_28bit(clock, d, enable);
    input [27:0] d;
    input clock;
    output reg enable;
    reg [27:0] q;
    always @(posedge clock)
    begin
        if (q == 0)
            q <= d;
        else
            q <= q - 28'b0000000000000000000000000001;
        enable <= (q == 0) ? 1 : 0;
    end
endmodule
```
`./constraint.sdc`:
```
current_design basic_game

set clk_period 7.2
set clk_io_pct 0.2

create_clock -name clk0 -period $clk_period [get_ports {CLOCK_50}]

set non_clock_inputs [all_inputs -no_clocks]
set_input_delay [expr $clk_period * $clk_io_pct] -clock clk0 $non_clock_inputs
set_output_delay [expr $clk_period * $clk_io_pct] -clock clk0 [all_outputs]
```
`./run.sh`:
```
#!/bin/bash
# OpenROAD 26Q1-2900-gdf79404cd8, Yosys 0.63+post, stock flow scripts
make -C /OpenROAD-flow-scripts/flow DESIGN_CONFIG=/design/flow/config.mk WORK_HOME=/design/flow/orfs finish
```
==> results.json <==
{
  "status": "completed",
  "postCtsHoldBufs": 0,
  "fin_skew_ns": 0.00513,
  "path_class": "flip-flop to flip-flop",
  "maxCapViolCount": 0,
  "drt_iter0_drc": 285,
  "cts_made_buffers": 5,
  "stdcell_area_um2": 7300,
  "first_global_vias": 4458,
  "arrival_ns": 2.57,
  "cp_max_fo": 12,
  "untimed_endpoints": 157,
  "viasPerCell": 5.48,
  "yosysWarnings": 9,
  "ff_type": "dlxtn_1",
  "finalClockPeriodUsage": 0.335,
  "cts.repair.resized": 0,
  "clk_path_buf_depth": 2,
  "finalSetupTns_ns": 0,
  "async_reset_ff_frac": 0,
  "syn_inst": 734,
  "grt.total_usage": 0.196,
  "worst-r2r-cell-count": 7,
  "ir_drop_mv": 0.136,
  "diodes": 0,
  "p_per_area_nw_per_um2": 71.1,
  "wl_per_cell_um": 13.6,
  "unclocked_regs": 117,
  "yosys.cell_types.count": 86,
  "hold_viol": 0,
  "hp-class": "flip-flop to flip-flop",
  "r2r-end": "rateOne.q[16]",
  "final_max_slew_viol_count": 0,
  "ys_cells": 734,
  "min_period_ns": 2.42,
  "rsz0062_at_grt": "false",
  "cts.clk_slew.worst_paths_ns": 0.05,
  "rrSetupSlack_ns": 4.78,
  "crit_slowest_cell": "nand3_1",
  "io_buffers": 61,
  "setup-violations-final": 0,
  "required_ns": 7.36,
  "dieArea_um2": 13600,
  "grtUsageMet1": 0.314,
  "ant_nets": 0,
  "warnings": 36,
  "rows": 41,
  "gr-max-usage-layer": "met2",
  "num-fill-cells": 1160,
  "syn_area_um2": 6560,
  "grt_max_degree": 22,
  "place_ws_ns": 4.74,
  "cts_setup_buffers": 0,
  "layout_top_cells": "dlxtn_1 (96), dfxtp_1 (61), clkdlybuf4s50_1 (61), nor2_1 (56), nand2_1 (40)",
  "worstMarginPinSlew_ns": 0.701,
  "cts.htree.levels": 2,
  "p_leak_nw": 2.99,
  "dieHeight_um": 117,
  "lay_top_count": "dlxtn_1",
  "hold_end": "rateOne.q[0]",
  "grt_first_pass_wirelength_um": 20900,
  "startpoint": "rateOne.q[4]",
  "cts_tree": "done",
  "holdPathStages": 1,
  "max_freq_mhz": 414,
  "floorplan.core_util": 0.515,
  "critical_path.endpoint_type": "flip-flop",
  "ys_seq_elements": 157,
  "yosys-stat-area_um2": 6560,
  "drc": 0,
  "gp_congestion": 0.846,
  "gr-usage-met3": 0.0132,
  "startpoint_type": "flip-flop",
  "vias": 5133,
  "dr.pass1.iters": 5,
  "edf_count": 0,
  "p_total_uw": 519,
  "wirelength_um": 12700,
  "root_buffer": "clkbuf_16",
  "hold_start": "rateOne.q[0]",
  "grt_remaining_overflow": 0,
  "slew-limit-headroom": 0.529,
  "placed_area_um2": 7150,
  "hpwl_um": 9890,
  "clock_latency_ns": 0.28,
  "crit_chain": "nor3_1 -> nor2b_1 -> nand3_1 -> nor2b_1 -> nand3_1 -> clkinv_1 -> nor2_1",
  "synth_area_per_cell_um2": 8.93,
  "utilization": 0.574,
  "max_stage_delay_ns": 0.42,
  "grt_util_met2": 0.317,
  "die_w_um": 117,
  "worst_slack_ns": 4.78,
  "r2r-start": "rateOne.q[4]",
  "area_growth_syn_to_layout_pct": 11.3,
  "coreArea_um2": 12700,
  "layout-drive-gt1-share": 0.0864,
  "io_pins": 63,
  "antenna_found_initial": 0
}
[kinds of logic after synthesis]
| logic type | after synthesis | share of synthesized area |
|---|---|---|
| flip-flops | 61 | 0.186 |
| adder cells (fa/ha/maj) | 25 | 0.0488 |
| buffers and inverters | 69 | 0.0532 |
| multiplexers | 20 | 0.0326 |
| AND-OR/OR-AND | 125 | 0.153 |
| AND/OR/NAND/NOR | 294 | 0.246 |
| XOR/XNOR | 44 | 0.0599 |
| latches | 96 | 0.220 |
[Yosys cell counts, types with 15 or more instances]
cell type,instances,area share
buf_4,17,0.019
clkbuf_1,17,0.0097
dfxtp_1,61,0.19
nand4_1,19,0.018
nor2b_1,15,0.014
o21ai_0,18,0.014
nor3_1,37,0.028
dlxtn_1,96,0.22
ha_1,24,0.046
nor2_1,56,0.032
or3_1,19,0.018
xor2_1,18,0.024
a21oi_1,16,0.012
nand2_1,40,0.023
inv_1,26,0.015
xnor2_1,25,0.033
and3_1,15,0.014
nand3_1,17,0.013
[layout make-up]
type | count | area, µm² | area share
clock buffers | 8 | 146 | 0.0201
inverters | 28 | 105 | 0.0144
multi-input cells | 508 | 3550 | 0.486
flip-flops and latches | 157 | 2660 | 0.365
well taps | 172 | 215 | 0.0295
repair buffers | 63 | 626 | 0.0857
[state kept, by name (all words and copies together) (netlist names)]
signal	cells
rateOne.enable	1
ctrl.current_state	11
rateOne.q	28
level_4.code	18
level_3.code	18
level_2.level_2_win	1
level_1.level_1_win	1
level_3.level_3_win	1
ctrl.ledg	1
ctrl.level_key	7
ctdwn.countdown.r	4
ctdwn.countdown.game_over_sig	1
level_2.code	18
ctdwn.countdown.countdown_out	8
level_4.level_4_win	1
ctrl.count_down_from	4
ctdwn.countdown.q	8
ctrl.ledr	8
level_1.code	18
[power breakdown]
| group | internal (mW) | total [mW] | switching, mW |
|---|---|---|---|
| clock network | 0.138 | 0.215 | 0.0775 |
| registers | 0.256 | 0.267 | 0.0107 |
| logic | 0.0194 | 0.0362 | 0.0167 |
| total | 0.414 | 0.519 | 0.105 |
[worst max path at each step]
stage / to / slack (ns) / cells past startpoint
after CTS: rateOne.q[10] / 4.78 / 7
after global routing: rateOne.q[18] / 4.42 / 7
final: rateOne.q[16] / 4.78 / 7
[stage by stage]
stage / cells / hold slack (ns)
after floorplan: 734 / 0.371
after global placement: 928 / 0.380
after detailed placement: 928 / 0.396
after CTS: 936 / 0.409
after global routing: 936 / 0.430
final: 936 / 0.404
[worst max-delay path: cells and delay by family, from the launching register on]
family / cells / cell delay [ns]
buf+inv: 1 / 0.31
flops: 1 / 0.32
simple gates: 6 / 1.66
[metal layers]
layer | vias to the layer above | part of all wire
li1 | 2678 | -
met4 | 0 | 0.0050
met3 | 7 | 0.030
met1 | 2371 | 0.51
met2 | 77 | 0.46
met5 | - | 0
